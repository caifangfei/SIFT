### flow/config.mk
export PLATFORM = sky130hd
export DESIGN_NAME = Sort
export DESIGN_NICKNAME = Sort
export VERILOG_FILES = /design/flow/design.v
export SDC_FILE = /design/flow/constraint.sdc
export NUM_CORES = 4
export LEC_CHECK = 1
export CORE_UTILIZATION = 40
### flow/constraint.sdc
current_design Sort

set clk_period 4.9
set clk_io_pct 0.2

create_clock -name clk0 -period $clk_period [get_ports {clk}]

set non_clock_inputs [all_inputs -no_clocks]
set_input_delay [expr $clk_period * $clk_io_pct] -clock clk0 $non_clock_inputs
set_output_delay [expr $clk_period * $clk_io_pct] -clock clk0 [all_outputs]
### flow/run.sh
#!/bin/bash
# OpenROAD 26Q1-2900-gdf79404cd8, Yosys 0.63+post, stock flow scripts
make -C /OpenROAD-flow-scripts/flow DESIGN_CONFIG=/design/flow/config.mk WORK_HOME=/design/flow/orfs finish
### flow/design.v
`timescale 1ns / 1ps
module Sort(
	clk, rst,
	valid_in,
	dir_hist,
	valid_sort,
	data_sort			
    );
parameter CNT_DW = 16;
input clk,rst;
input valid_in;
input [16*CNT_DW-1:0] dir_hist;	
output reg valid_sort;
output reg [3:0] data_sort;
reg [CNT_DW+4-1:0] sort1[0:7], sort2[0:3], sort3[0:1];
reg [2:0] valid_sort_reg;
always@(posedge clk or negedge rst)
	if(!rst)
		begin
		sort1[0]<={CNT_DW+4{1'b0}};
		sort1[1]<={CNT_DW+4{1'b0}};
		sort1[2]<={CNT_DW+4{1'b0}};
		sort1[3]<={CNT_DW+4{1'b0}};
		sort1[4]<={CNT_DW+4{1'b0}};
		sort1[5]<={CNT_DW+4{1'b0}};
		sort1[6]<={CNT_DW+4{1'b0}};
		sort1[7]<={CNT_DW+4{1'b0}};		
		end
	else if( valid_in)
		begin
		sort1[0][CNT_DW+3:4]<=(dir_hist[CNT_DW-1:0]>dir_hist[2*CNT_DW-1:CNT_DW])?dir_hist[CNT_DW-1:0]:dir_hist[2*CNT_DW-1:CNT_DW];
		sort1[0][3:0]<=(dir_hist[CNT_DW-1:0]>dir_hist[2*CNT_DW-1:CNT_DW])?4'd0:4'd1;
		sort1[1][CNT_DW+3:4]<=(dir_hist[3*CNT_DW-1:2*CNT_DW]>dir_hist[4*CNT_DW-1:3*CNT_DW])?dir_hist[3*CNT_DW-1:2*CNT_DW]:dir_hist[4*CNT_DW-1:3*CNT_DW];
		sort1[1][3:0]<=(dir_hist[3*CNT_DW-1:2*CNT_DW]>dir_hist[4*CNT_DW-1:3*CNT_DW])?4'd2:4'd3;
		sort1[2][CNT_DW+3:4]<=(dir_hist[5*CNT_DW-1:4*CNT_DW]>dir_hist[6*CNT_DW-1:5*CNT_DW])?dir_hist[5*CNT_DW-1:4*CNT_DW]:dir_hist[6*CNT_DW-1:5*CNT_DW];
		sort1[2][3:0]<=(dir_hist[5*CNT_DW-1:4*CNT_DW]>dir_hist[6*CNT_DW-1:5*CNT_DW])?4'd4:4'd5;
		sort1[3][CNT_DW+3:4]<=(dir_hist[7*CNT_DW-1:6*CNT_DW]>dir_hist[8*CNT_DW-1:7*CNT_DW])?dir_hist[7*CNT_DW-1:6*CNT_DW]:dir_hist[8*CNT_DW-1:7*CNT_DW];
		sort1[3][3:0]<=(dir_hist[7*CNT_DW-1:6*CNT_DW]>dir_hist[8*CNT_DW-1:7*CNT_DW])?4'd6:4'd7;
		sort1[4][CNT_DW+3:4]<=(dir_hist[9*CNT_DW-1:8*CNT_DW]>dir_hist[10*CNT_DW-1:9*CNT_DW])?dir_hist[9*CNT_DW-1:8*CNT_DW]:dir_hist[10*CNT_DW-1:9*CNT_DW];
		sort1[4][3:0]<=(dir_hist[9*CNT_DW-1:8*CNT_DW]>dir_hist[10*CNT_DW-1:9*CNT_DW])?4'd8:4'd9;
		sort1[5][CNT_DW+3:4]<=(dir_hist[11*CNT_DW-1:10*CNT_DW]>dir_hist[12*CNT_DW-1:11*CNT_DW])?dir_hist[11*CNT_DW-1:10*CNT_DW]:dir_hist[12*CNT_DW-1:11*CNT_DW];
		sort1[5][3:0]<=(dir_hist[11*CNT_DW-1:10*CNT_DW]>dir_hist[12*CNT_DW-1:11*CNT_DW])?4'd10:4'd11;
		sort1[6][CNT_DW+3:4]<=(dir_hist[13*CNT_DW-1:12*CNT_DW]>dir_hist[14*CNT_DW-1:13*CNT_DW])?dir_hist[13*CNT_DW-1:12*CNT_DW]:dir_hist[14*CNT_DW-1:13*CNT_DW];
		sort1[6][3:0]<=(dir_hist[13*CNT_DW-1:12*CNT_DW]>dir_hist[14*CNT_DW-1:13*CNT_DW])?4'd12:4'd13;
		sort1[7][CNT_DW+3:4]<=(dir_hist[15*CNT_DW-1:14*CNT_DW]>dir_hist[16*CNT_DW-1:15*CNT_DW])?dir_hist[15*CNT_DW-1:14*CNT_DW]:dir_hist[16*CNT_DW-1:15*CNT_DW];
		sort1[7][3:0]<=(dir_hist[15*CNT_DW-1:14*CNT_DW]>dir_hist[16*CNT_DW-1:15*CNT_DW])?4'd14:4'd15;		
		end	
always@(posedge clk or negedge rst)
	if(!rst)
		begin
		sort2[0]<={CNT_DW+4{1'b0}};
		sort2[1]<={CNT_DW+4{1'b0}};
		sort2[2]<={CNT_DW+4{1'b0}};
		sort2[3]<={CNT_DW+4{1'b0}};	
		sort3[0]<={CNT_DW+4{1'b0}};			
		sort3[1]<={CNT_DW+4{1'b0}};
		data_sort<=4'd0;
		end
	else
		begin					
		sort2[0][CNT_DW+3:4]<=(sort1[0][CNT_DW+3:4]>sort1[1][CNT_DW+3:4])?sort1[0][CNT_DW+3:4]:sort1[1][CNT_DW+3:4];
		sort2[0][3:0]<=(sort1[0][CNT_DW+3:4]>sort1[1][CNT_DW+3:4])?sort1[0][3:0]:sort1[1][3:0];
		sort2[1][CNT_DW+3:4]<=(sort1[2][CNT_DW+3:4]>sort1[3][CNT_DW+3:4])?sort1[2][CNT_DW+3:4]:sort1[3][CNT_DW+3:4];
		sort2[1][3:0]<=(sort1[2][CNT_DW+3:4]>sort1[3][CNT_DW+3:4])?sort1[2][3:0]:sort1[3][3:0];
		sort2[2][CNT_DW+3:4]<=(sort1[4][CNT_DW+3:4]>sort1[5][CNT_DW+3:4])?sort1[4][CNT_DW+3:4]:sort1[5][CNT_DW+3:4];
		sort2[2][3:0]<=(sort1[4][CNT_DW+3:4]>sort1[5][CNT_DW+3:4])?sort1[4][3:0]:sort1[5][3:0];
		sort2[3][CNT_DW+3:4]<=(sort1[6][CNT_DW+3:4]>sort1[7][CNT_DW+3:4])?sort1[6][CNT_DW+3:4]:sort1[7][CNT_DW+3:4];	
		sort2[3][3:0]<=(sort1[6][CNT_DW+3:4]>sort1[7][CNT_DW+3:4])?sort1[6][3:0]:sort1[7][3:0];
		sort3[0][CNT_DW+3:4]<=(sort2[0][CNT_DW+3:4]>sort2[1][CNT_DW+3:4])?sort2[0][CNT_DW+3:4]:sort2[1][CNT_DW+3:4];
		sort3[0][3:0]<=(sort2[0][CNT_DW+3:4]>sort2[1][CNT_DW+3:4])?sort2[0][3:0]:sort2[1][3:0];
		sort3[1][CNT_DW+3:4]<=(sort2[2][CNT_DW+3:4]>sort2[3][CNT_DW+3:4])?sort2[2][CNT_DW+3:4]:sort2[3][CNT_DW+3:4];
		sort3[1][3:0]<=(sort2[2][CNT_DW+3:4]>sort2[3][CNT_DW+3:4])?sort2[2][3:0]:sort2[3][3:0];
		data_sort<=(sort3[0][CNT_DW+3:4]>sort3[1][CNT_DW+3:4])?sort3[0][3:0]:sort3[1][3:0];
		end		
always@(posedge clk or negedge rst)
	if(!rst)
		begin
		valid_sort_reg<=3'd0;
		valid_sort<=1'b0;
		end
	else
		begin
		valid_sort_reg<={valid_sort_reg[1:0] , valid_in};
		valid_sort<=valid_sort_reg[2];
		end
	endmodule		
==> flow_summary.rst <==
Synthesis and place-and-route
=============================

.. list-table::
   :header-rows: 1

   * - Metric
     - Value
   * - Cells after Synth
     - 1670
   * - Vias per cell
     - 4.94
   * - Fp_density
     - 40.7%
   * - Diodes inserted
     - 0
   * - Final HPWL from detailed placement
     - 29100 um
   * - Source of the critical timing path
     - dir_hist[145]
   * - Largest registers
     - sort1: 137 flops, sort2: 75 flops, sort3: 39 flops
   * - Largest fanout of any net on the critical path
     - 9
   * - Post-layout period usage
     - 66.2%
   * - Max cap viols
     - 0
   * - Boundary Pins
     - between 200 and 300
   * - Cts bufs inserted
     - 30
   * - GP Congestion
     - between 0.8 and 0.9
   * - Kind of critical path
     - input port to flip-flop
   * - Worst reg-to-reg setup slack
     - 2.31 ns
   * - Number of global-route vias before repair
     - 12077
   * - Hold path startpoint
     - valid_sort_reg[0]$_DFF_PN0_
   * - Number of buffers between clock root and the deepest sink
     - 3
   * - Full die area
     - 0.0424 mm^2
   * - Fill cell total of the finished layout
     - 3601
   * - Top cell type by instance count after synthesis
     - sky130_fd_sc_hd__dfrtp_1
   * - Number of synthesized register bits
     - between 200 and 300
   * - Slowest library cell on the worst path
     - sky130_fd_sc_hd__a31oi_2
   * - Syn. warnings
     - 4
   * - CTS tree
     - done
   * - Antenna violations before repair
     - 1
   * - Drt wl/cell
     - 15.1 um
   * - Setup slack of the critical path after layout
     - around 1.7 ns
   * - Maximum achievable frequency
     - about 0.3 GHz
   * - Count of instances resized after the clock tree is built
     - 0
   * - CP Cell Sequence
     - clkdlybuf4s50_1, inv_1, ha_1, nor2b_1, o211ai_1, a2111o_1, a31oi_2, buf_4, mux2i_1, a21oi_1
   * - Setup WS pre-CTS
     - 1.09 ns
   * - Final setup violation count
     - 0
   * - Post-Place Cells
     - 2421
   * - Worst-Margin Slew
     - 0.850 ns
   * - DRC viols
     - 0
   * - Non-filler cells in the finished layout
     - 2477
   * - Die x size
     - 206 um
   * - Area leader, netlist
     - sky130_fd_sc_hd__dfrtp_1
   * - Static leakage
     - 9.92 nW
   * - Power Density
     - 384 mW/mm^2
   * - Core Footprint
     - 0.0409 mm^2
   * - Share of layout cells above drive strength 1
     - 10.2%
   * - Result of the run
     - finished, final reports clean
   * - Total congestion overflow after global routing
     - 0
   * - RSZ-0062 raised after global routing
     - false
   * - Final Critical Period
     - 3.25 ns
   * - Relative slew margins
     - 43.3%
   * - Routed Antenna Nets
     - 0
   * - Post-CTS Repair Setup Buffers
     - 0
   * - Count of unique library cells instantiated by Yosys
     - 41
   * - Overall power consumption
     - 0.00803 W
   * - Vert. Die Dim
     - slightly above 200 um
   * - Tally of OpenROAD warnings
     - 29
   * - Area fraction of the dominant cell type after synthesis
     - 39.0%
   * - Maximum number of pins on one net before global-route repair
     - 139
   * - Yosys stat area
     - 0.0166 mm^2
   * - Wire length of the first global-routing pass
     - 61100 um
   * - First-pass iteration count of the detailed router
     - 5
   * - Largest register FFs
     - between 100 and 150
   * - Critical path startpoint category
     - input port
   * - Sum Neg Setup Slack
     - 0 ns
   * - Top cells by count
     - sky130_fd_sc_hd__dfrtp_1 (259), sky130_fd_sc_hd__inv_1 (241), sky130_fd_sc_hd__ha_1 (240)
   * - Number of enable-type register cells in the synthesized netlist
     - 0
   * - Average cell area after synthesis
     - 9.96 um^2
   * - Overall routing resource usage
     - about a fifth
   * - Worst skew pair latency
     - 0.55 ns
   * - Via total after detailed routing
     - 12234
   * - WL final
     - 37500 um
   * - CP Data Required Time
     - 5.30 ns
   * - Violation count after the first detailed-routing iteration
     - 495
   * - Count of endpoints failing hold in the final timing report
     - 0
   * - Number of input and output port buffers inserted
     - roughly 260
   * - Arrival time worst endpoint
     - 3.65 ns
   * - Clk sink count
     - 259
   * - Crit-path max cell delay
     - roughly 0.6 ns
   * - Top area cells in the synthesized netlist
     - sky130_fd_sc_hd__dfrtp_1 (39%), sky130_fd_sc_hd__ha_1 (18%), sky130_fd_sc_hd__mux2i_1 (7.7%)
   * - Number of cell instances after yosys synthesis
     - 1670
   * - Final max-slew violation count
     - 0
   * - Number of hold-repair buffers added at the cts stage
     - 0
   * - Leading register cell type out of synthesis
     - sky130_fd_sc_hd__dfrtp_1
   * - Clk slew on worst S/H paths
     - 0.06 ns
   * - Deepest level of the CTS H-tree
     - 1
   * - Worst Setup End Kind
     - flip-flop
   * - Synth-to-layout area growth
     - 25.5%
   * - Maximum clock skew at final layout
     - 0.0121 ns
   * - Async S/R FF share, synth
     - 100%
   * - Fraction of the yosys area taken by sequential cells
     - between 30% and 40%
   * - Synth Cell Area
     - 0.0166 mm^2
   * - Worst Hold Slack
     - 0.348 ns
   * - Clock Tree Root
     - sky130_fd_sc_hd__clkbuf_16
   * - Count of standard-cell rows
     - 74
   * - Maximum vdd ir drop
     - 0.284 mV
   * - Startpoint of the worst-slack reg-to-reg timing path
     - sort2[0][5]$_DFF_PN0_
   * - Min-Delay Path Class
     - flip-flop to flip-flop
   * - Register with the highest flop count
     - sort1
report_power, final:
group | leakage [nW] | total (W) | internal (W) | switching, W
sequential | 2.87 | 0.00297 | 0.00264 | 0.000336
clock | 0.575 | 0.00253 | 0.00165 | 0.000879
combinational | 6.47 | 0.00253 | 0.00132 | 0.00120
area by class of cell:
type	instances	area [um^2]	area share, %
inverters	241	905	4.33
repair buffers	279	2790	13.3
multi-input cells	1110	8880	42.5
clock buffers	41	903	4.33
well taps	532	666	3.19
clock inverters	15	260	1.25
flip-flops and latches	259	6480	31.0
kinds of logic after synthesis:
| logic type | after synthesis | synth area share (%) |
|---|---|---|
| muxes | 237 | 15.1 |
| DFF | 259 | 39.0 |
| and+or+nand+nor | 321 | 9.15 |
| adders and majority gates | 240 | 18.0 |
| buffers and inverters | 301 | 7.97 |
| AOI/OAI and AO/OA | 312 | 10.8 |
layer usage:
| metal | global-route usage, % | vias to the layer above | routed length (um) |
|---|---|---|---|
| met5 | 0 | - | 0 |
| met4 | 2.18 | 0 | 515 |
| met3 | 3.08 | 34 | 1980 |
| met2 | 27.6 | 209 | 16100 |
| met1 | 30.1 | 5662 | 18900 |
| li1 | - | 6329 | - |
worst paths after layout:
path	cells after the start	endpoint
worst max-delay path	10	sort1[4][15]$_DFFE_PN0P_
worst min register to register	0	valid_sort_reg[1]$_DFF_PN0_
min in group asynchronous	1	sort1[2][13]$_DFFE_PN0P_
max in group asynchronous	2	sort1[0][14]$_DFFE_PN0P_
worst min-delay path	0	valid_sort_reg[1]$_DFF_PN0_
worst max register to register	7	sort3[0][6]$_DFF_PN0_
worst max-delay path, delay by kind of cell:
| family | cells | cell delay, ns |
|---|---|---|
| adders and majority gates | 1 | 0.29 |
| muxes | 1 | 0.22 |
| buffers and inverters | 3 | 0.85 |
| and+or+nand+nor | 1 | 0.13 |
| AOI/OAI and AO/OA | 4 | 1.17 |
per-stage QoR:
stage               utilization (%)  cell area [um^2]
floorplan                         -             16600
global placement               48.2             19700
detailed placement             48.2             19700
CTS                            51.0             20900
global route                   51.0             20900
finish                         51.0             20900
layout by cell type (no fill, tap or decap), types with 12 or more instances in the layout:
cell | synthesis | layout
sky130_fd_sc_hd__clkdlybuf4s50_1 | 0 | 261
sky130_fd_sc_hd__dfrtp_1 | 259 | 259
sky130_fd_sc_hd__inv_1 | 241 | 241
sky130_fd_sc_hd__ha_1 | 240 | 240
sky130_fd_sc_hd__a21oi_1 | 221 | 221
sky130_fd_sc_hd__nor2_1 | 153 | 153
sky130_fd_sc_hd__mux2i_1 | 128 | 128
sky130_fd_sc_hd__mux2_2 | 109 | 109
sky130_fd_sc_hd__nand4_1 | 51 | 51
sky130_fd_sc_hd__nand2_1 | 40 | 40
sky130_fd_sc_hd__clkbuf_16 | 0 | 31
sky130_fd_sc_hd__nand3_1 | 29 | 29
sky130_fd_sc_hd__o21ai_0 | 21 | 21
sky130_fd_sc_hd__nor2b_1 | 16 | 16
sky130_fd_sc_hd__buf_4 | 12 | 14
sky130_fd_sc_hd__o211ai_1 | 12 | 12
Power is estimated from default activity; no workload was simulated.
